===== /design/flow/design.v =====
module fabric_simple #(
    parameter WIDTH = 32
)(
    input  wire         clk,
    input  wire         rst_n,
    input  wire         read_req,
    input  wire         write_req,
    input  wire [WIDTH-1:0] write_data,
    output reg  [WIDTH-1:0] read_data,
    output reg              req_valid,
    output reg              resp_valid
);
    reg [WIDTH-1:0] storage;
    always @(posedge clk or negedge rst_n) begin
        if (!rst_n) begin
            storage   <= 0;
            read_data <= 0;
            req_valid <= 0;
            resp_valid<= 0;
        end else begin
            req_valid  <= read_req | write_req;
            resp_valid <= read_req | write_req;
            if (write_req) storage <= write_data;
            if (read_req)  read_data <= storage;
        end
    end
endmodule 

===== /design/flow/run.sh =====
#!/bin/bash
# OpenROAD 26Q1-2900-gdf79404cd8, Yosys 0.63+post, stock flow scripts
make -C /OpenROAD-flow-scripts/flow DESIGN_CONFIG=/design/flow/config.mk WORK_HOME=/design/flow/orfs finish

===== /design/flow/config.mk =====
export PLATFORM = sky130hd
export DESIGN_NAME = fabric_simple
export DESIGN_NICKNAME = fabric_simple
export VERILOG_FILES = /design/flow/design.v
export SDC_FILE = /design/flow/constraint.sdc
export NUM_CORES = 4
export LEC_CHECK = 1
export CORE_UTILIZATION = 30

===== /design/flow/constraint.sdc =====
current_design fabric_simple

set clk_period 1.0
set clk_io_pct 0.2

create_clock -name clk0 -period $clk_period [get_ports {clk}]

set non_clock_inputs [all_inputs -no_clocks]
set_input_delay [expr $clk_period * $clk_io_pct] -clock clk0 $non_clock_inputs
set_output_delay [expr $clk_period * $clk_io_pct] -clock clk0 [all_outputs]

==> CHANGELOG.md <==
### Changed

* Aggregate global routing overflow at 0
* Die width at 97.2 um
* Internal power at 0.00476 W
* Detailed router's first-iteration violation count at 19
* Max Slew Vio Count at 0
* Routed len/inst at 14.2 um
* Dominant cell type by area after synthesis: dfrtp_1
* Pin count of the biggest net entering global routing at 66
* Via density at 4.10
* Setup Crit Path Kind: reg2out
* Pre-Repair DR Iteration Count at 3
* First-pass GRT wire length at 8100 um
* Post-synth area from yosys stat at 2720 sq um
* Final wirelength at 4900 um
* CTS Sinks at ~65
* Remaining antenna violation count at 0
* Clock skew at 0.00678 ns
* Die Y-Extent at around 97 um
* Tool Warnings at 29
* Share of cells above drive strength 1 at between 50 and 60%
* I/O pin count at 70
* CTS tree: built
* Seq cells post-synth at 65
* Vias in the first global route at 1514
* Arr. time, crit path at 0.85 ns
* Routed vias at between 1000 and 1500
* Hold_ws at -0.120 ns
* Failing checks: hold timing, setup timing
* Clock share of power at between 30% and 40%
* Seq pwr share at 51.0%
* Cell total in the yosys stat output at roughly 140
* Crit path capture type: primary output
* Fillers at 817
* Antenna violations before repair at 0
* DRC viols at 0
* Sequential area share after synthesis at 59.8%
* Logic pwr share at 18.5%
* Synthesized area at approximately 2700 sq um
* Switching Power at 0.00138 W
* Latency at later pin at about 0.33 ns
* Top Layout Cells: dfrtp_1, mux2_4, buf_2
* Pwr dens at roughly 1700 nW/um^2
* Critical path's top delay family: flip-flops
* Core Region at between 8000 and 9000 sq um
* Worst VDD drop at 0.000845 V
* GPL Wtd Cong at about 0.7
* Largest stage delay, worst path at 0.40 ns
* Post-Syn Instances at 139
* Global-route usage over all layers at 11.1%
* Sequential Area at 1630 sq um
* Clk buf depth at 2
* Crit path max-delay cell type: dfrtp_1
* RSZ-0062 raised after global routing: true
* CTS buffer count at 9
* Slew headroom at roughly 77%
* Pre-CTS WS at -0.0315 ns
* Crit path required time at 0.80 ns
* Unique cell types at 7
* Placed cell area at about 3500 sq um
* Final non-filler cell total at 345
* Status: complete, but fails checks
* Setup Viol. Count Final at 31
* Max_cap viols at 0
* Root buf cell: clkbuf_8
* Comb area at 945 sq um
* Ant. Diodes at 0
* Synth Warn # at 1
* CP startpoint kind: flop
* Crit path cell chain: buf_2
* Final Hold Viols at 65
* Post-synthesis area per instance at 19.6 sq um
* WP buf/inv at 1
* Post-layout instance area at 3620 sq um
* Synth top area share at between 50 and 60%
* Fin worst setup slack at -0.0471 ns
* Dpl cells at 315
* Sw Share at 22.5%
* Crit path time final at 1.05 ns
* Full die area at 9460 sq um
* H-tree depth at 3
* Fp_density at between 30% and 40%
* Final worst path period share at 105%
* Site Rows at 34
* Top cells, area: dfrtp_1, mux2_4, buf_12
* FMAX at approximately 0.96 GHz
* Synth-to-layout area growth at 33.1%
* DP HPWL at 2970 um
* Buffers on Ports at 69
* Hold Crit Class: in2async
* LEAKAGE at 1.75 nW
* Worst-path clk slew at 0.07 ns
* Slew @ Worst Pin at 0.348 ns
* Worst-path fanout max at 2
* Most frequent logic cell in the layout: dfrtp_1
metal layers:
layer / track usage, % / up-vias / share of wire, %
met5: 0 / - / 0
met4: 0.792 / 0 / 0.90
met3: 3.73 / 6 / 6.9
met2: 14.5 / 46 / 42
met1: 19.2 / 697 / 51
li1: - / 666 / -
final timing paths:
kind	from	end	slack, ns	cells after the start
min in group clk0	read_req	resp_valid$_DFF_PN0_	0.31	3
worst max register to register	read_data[24]$_DFFE_PN0P_	read_data[24]$_DFFE_PN0P_	0.02	3
max in group asynchronous	rst_n	storage[12]$_DFFE_PN0P_	0.83	2
worst min register to register	storage[0]$_DFFE_PN0P_	read_data[0]$_DFFE_PN0P_	0.51	1
worst min-delay path	rst_n	read_data[5]$_DFFE_PN0P_	-0.12	2
worst max-delay path	read_data[0]$_DFFE_PN0P_	read_data[0]	-0.05	1
area by class of cell:
type                            instances  area share [%]
Clock buffer                           12            4.01
Clock inverter                          3           0.484
Multi-Input combinational cell         65            26.1
Sequential cell                        65            44.9
Tap cell                              108            3.73
Timing Repair Buffer                   92            20.8
power by group through the flow:
stage / combinational, W / clock (W) / sequential [W]
after global routing: 0.00123 / 0.00210 / 0.00317
final: 0.00114 / 0.00187 / 0.00313
after CTS: 0.00112 / 0.00199 / 0.00313
synth_stat cells, drive strengths merged:
cell type,number
or2,1
mux2,64
dfrtp,65
buf,9
registers in the layout, summed over array words and instances, names as in the netlist:
signal	flops
read_data	32
storage	32
resp_valid	1
cells by family (layout without fill, tap and decap cells):
group                  after synthesis  in the layout  synth area share (%)
flip-flops                          65             65                  59.8
AND/OR/NAND/NOR                      1              1                 0.230
multiplexers                        64             64                  34.5
buffers and inverters                9            107                  5.52
metrics by stage:
stage | total power (W) | util (%) | hold slack [ns] | setup TNS (ns)
after floorplan | 0.00370 | - | -0.0956 | 0
after global placement | 0.00437 | 40.0 | 0.247 | -0.457
after detailed placement | 0.00438 | 40.0 | 0.248 | -0.546
after CTS | 0.00624 | 40.9 | -0.125 | -1.47
after global routing | 0.00650 | 41.3 | -0.111 | -2.33
final | 0.00614 | 41.3 | -0.120 | -0.505
what timing repair did:
item | 4_1_cts | 5_1_grt
endpoints found under the hold margin | 65 | 65
setup buffers | 12 | 5
gates resized | 102 | 3
endpoints found under the setup margin | 34 | 37
Power is estimated from default activity; no workload was simulated.
